File: flow/design.v
module datapath #(
    parameter RAM_SIZE = 10,
    parameter N = 5,
    parameter NBITS = 32
)(
    input clock,
    input reset,
    output reg [RAM_SIZE-1:0] Addr,
    output [NBITS-1:0] Wdata,
    input [NBITS-1:0] Rdata,
    input [RAM_SIZE-1:0] Ndata,
    input Wdata_control,
    input LoadX_reg,             
    input LoadY_reg,             
    input [2:0] control_Addr,
    input stop_div,
    input start_div,
    output stopvd
);
parameter   resetAddr = 3'd0,
            inc_Addr = 3'd1,
            inc2_Addr = 3'd2,
            dec_Addr = 3'd3,
            hold_Addr = 3'd4;
reg [NBITS-1:0] regX;   
reg [NBITS-1:0] regY;   
wire [NBITS-1:0] rest_w;
wire [NBITS-1:0] quotient_w;
divide u_divide(
    .clock(clock),
    .reset(reset),
    .start(start_div),
    .stop(stop_div),
    .dividend(regX),
    .divisor(regY),
    .quotient(quotient_w),
    .rest(rest_w)
);
assign stopvd = (Addr == (Ndata << 1)) ? 1'b1 : 1'b0;
assign Wdata = Wdata_control ? quotient_w : rest_w;
always @(posedge clock) begin
    case (control_Addr)
        resetAddr:
            Addr <= 'h0;
        inc_Addr:
            Addr <= Addr + 1;
        inc2_Addr:
            Addr <= Addr + 2;
        dec_Addr:
            Addr <= Addr - 1;
        hold_Addr:
            Addr <= Addr;
        default:
            Addr <= Addr;
    endcase
end
always @(posedge clock) begin
    if(reset) begin
        regX <= 0;
        regY <= 0;
    end else begin
        if(LoadX_reg) regX <= Rdata;
        if(LoadY_reg) regY <= Rdata;
    end
end
endmodule
`timescale 1ns/1ns
module divide
   (
	input         clock,		 
	input         reset,		 
	input         start,		 
	input         stop,			 
	input  [31:0] dividend,		 
	input  [31:0] divisor,		 
	output [31:0] quotient,		 
	output [31:0] rest			 
);
reg [31:0] rest_r, quotient_r, rdivisor;
reg [63:0] rdiv;
wire [63:0] muxes_output;
wire [32:0] prest;
assign rest = rest_r;
assign quotient = quotient_r;
always @(posedge clock)
begin
  if ( reset )   
  begin
    rest_r     <= 32'd0;
	quotient_r <= 32'd0;
	rdivisor   <= 32'd0;
	rdiv       <= 64'd0;
  end
  else
  begin
    if ( stop )
    begin
      rest_r     <= rdiv[63:32];
	  quotient_r <= rdiv[31:0];
    end
	if ( start )
	begin
	  rdivisor <= divisor;
	end
	rdiv <= muxes_output;
  end
end
assign prest = rdiv[63:31] - { 1'b0, divisor };
assign muxes_output[30:0] = start ? dividend[30:0] :
                                    { rdiv[29:0], ~prest[32] };
reg [32:0] left_mux_output_r;
always @*
begin
  if ( start )
    left_mux_output_r = { 32'd0, dividend[31] };
  else
  begin
    if ( prest[32] )
	  left_mux_output_r = rdiv[62:30];
	else
	  left_mux_output_r = { prest[31:0], rdiv[30] };
  end
end
assign muxes_output[63:31] = left_mux_output_r;
endmodule
module fsm #(
    parameter RAM_SIZE = 10,
    parameter N = 5,
    parameter NBITS = 32
)(
    input clock,
    input reset,
    output reg Wdata_control,    
    output reg LoadX_reg,        
    output reg LoadY_reg,        
    output reg [2:0] control_Addr,
    output reg stop_div,
    output reg start_div,
    output reg Wenable,
    output reg busyvd,
    input startvd,   
    input stopvd     
);
reg [2:0] state, next_state;
reg [RAM_SIZE-1:0] clock_count;           
parameter   IDLE = 3'd0,
            READ_MEM = 3'd1,              
            DIVISION = 3'd2,              
            WRITE_MEM = 3'd3,             
            STOP = 3'd4;
always @(posedge clock) begin
  if(reset) begin
    state <= IDLE;
    clock_count <= 'd0;
  end else begin
    state <= next_state;
    if(state != IDLE && state != STOP)
      clock_count <= clock_count + 1;
    else
      clock_count <= 'd0;
  end
end
always @(*) begin
  next_state = state;                
  start_div = 0;                     
  stop_div = 0;                      
  Wenable = 0;                       
  LoadX_reg = 0;                     
  LoadY_reg = 0;                     
  Wdata_control = 0;                 
  control_Addr = 3'd4;
  case(state)
    IDLE: begin
      busyvd = 0;
      control_Addr = 'd0;
      if (startvd) begin
        next_state = READ_MEM;       
      end
    end
     READ_MEM: begin                  
      busyvd = 1;                    
      if(clock_count == 0) begin
        LoadX_reg = 1;               
        control_Addr = 3'd1;         
      end
      else if (clock_count == 2)
        LoadY_reg = 1;               
      else if (clock_count == 3) begin
        start_div = 1;               
        next_state = DIVISION;       
      end
    end
    DIVISION: begin                  
      if(clock_count == NBITS + 4)
        stop_div = 1;                
      if(clock_count == NBITS + 5) begin
        Wenable = 1;                 
        control_Addr = 3'd3;         
        next_state = WRITE_MEM;      
      end
    end
    WRITE_MEM: begin                 
        Wenable = 1;                 
        Wdata_control = 1;           
        control_Addr = 3'd2;         
        next_state = STOP;           
    end
    STOP: begin
      if(stopvd) begin
        busyvd = 0;                  
        next_state = IDLE;           
      end else begin
        next_state = READ_MEM;       
      end
    end
  endcase
end
endmodule
module vector_divider #(
    parameter RAM_SIZE = 10,        
    parameter N = 5,
    parameter NBITS = 32            
)(
    input clock,
    input reset,
    output [RAM_SIZE-1:0] Addr,     
    output [NBITS-1:0] Wdata,       
    input [NBITS-1:0] Rdata,        
    input [RAM_SIZE-1:0] Ndata,     
    output Wenable,                 
    input startvd,                  
    output busyvd                   
);
wire LoadX_w;
wire LoadY_w;
wire [2:0] control_Addr_w;
wire stop_div_w;
wire start_div_w;
wire Wdata_control_w;
wire stopvd_w;
fsm #(
    .RAM_SIZE(RAM_SIZE),
    .N(N),
    .NBITS(NBITS)
)   u_fsm(
    .clock(clock),
    .reset(reset),
    .Wdata_control(Wdata_control_w),
    .LoadX_reg(LoadX_w),
    .LoadY_reg(LoadY_w),
    .control_Addr(control_Addr_w),
    .stop_div(stop_div_w),
    .start_div(start_div_w),
    .Wenable(Wenable),
    .busyvd(busyvd),
    .startvd(startvd),
    .stopvd(stopvd_w)
);
datapath #(
    .RAM_SIZE(RAM_SIZE),
    .N(N),
    .NBITS(NBITS)
)   u_datapath(
    .clock(clock),
    .reset(reset),
    .Addr(Addr),
    .Wdata(Wdata),
    .Rdata(Rdata),
    .Ndata(Ndata),
    .Wdata_control(Wdata_control_w),
    .LoadX_reg(LoadX_w),
    .LoadY_reg(LoadY_w),
    .control_Addr(control_Addr_w),
    .stop_div(stop_div_w),
    .start_div(start_div_w),
    .stopvd(stopvd_w)
);
endmodule
File: flow/run.sh
#!/bin/bash
# OpenROAD 26Q1-2900-gdf79404cd8, Yosys 0.63+post, stock flow scripts
make -C /OpenROAD-flow-scripts/flow DESIGN_CONFIG=/design/flow/config.mk WORK_HOME=/design/flow/orfs finish
File: flow/config.mk
export PLATFORM = sky130hd
export DESIGN_NAME = vector_divider
export DESIGN_NICKNAME = vector_divider
export VERILOG_FILES = /design/flow/design.v
export SDC_FILE = /design/flow/constraint.sdc
export NUM_CORES = 4
export LEC_CHECK = 1
export CORE_UTILIZATION = 30
File: flow/constraint.sdc
current_design vector_divider

set clk_period 10.9
set clk_io_pct 0.2

create_clock -name clk0 -period $clk_period [get_ports {clock}]

set non_clock_inputs [all_inputs -no_clocks]
set_input_delay [expr $clk_period * $clk_io_pct] -clock clk0 $non_clock_inputs
set_output_delay [expr $clk_period * $clk_io_pct] -clock clk0 [all_outputs]
==> results.json <==
{
  "path_clk_slew_ns": 0.06,
  "power_density_nw_per_um2": 215,
  "yosysWarnings": 3,
  "top_area_cell": "dfxtp_1",
  "cts_buffers": 23,
  "antenna_found_initial": 2,
  "path_delay_family": "simple AND/OR/NAND/NOR gates",
  "pin_count": 89,
  "top_area_share_pct": 39.3,
  "p_sw_mw": 0.900,
  "worst-path-buf-inv": 2,
  "synth_cell_type_count": 71,
  "route.met3.wl_mm": 1.03,
  "yosysChipArea_sq_um": 10500,
  "die-area_sq_um": 35600,
  "worstSetupStartpointType": "register",
  "syn_avg_cell_area_sq_um": 7.62,
  "rsz0062_at_grt": "no",
  "synth-main-ff-cell": "dfxtp_1",
  "path_class": "reg2out",
  "unclocked_regs": 1,
  "grt_pass1_vias": 8479,
  "overflow": 0,
  "nFillCells": 3457,
  "switching_share_pct": 33.8,
  "pwr-share-comb_pct": 37.7,
  "netlist_logic_family_top": "simple AND/OR/NAND/NOR gates",
  "cp.depth": 6,
  "gp_congestion": 0.873,
  "drv_cap": 0,
  "status": "finished, final reports clean",
  "cts_buffer_depth": 3,
  "dieWidth_microns": 189,
  "synthSimpleGateAreaFrac_pct": 23.6,
  "cts_hold_buffers": 0,
  "post_cts_resized": 0,
  "ir_drop_v": 0.000149,
  "vias": 9021,
  "crit_top_cell": "nand2_1",
  "post_cts_buffers": 0,
  "fin_total_pwr_mw": 2.66,
  "wl_met2_mm": 12.9,
  "postRouteAntennaNets": 0,
  "setup_viol": 0,
  "hold_violations": 0,
  "finalNonFillerCells": 1877,
  "ys_cells": 1371,
  "ys_sh_aoi_pct": 17.3,
  "final_design_area_no_fill_sq_um": 12400,
  "grt_pass1_wl_mm": 43.6,
  "dr.pass1.iters": 5,
  "fmax_mhz": 189,
  "untimed_endpoints": 2,
  "required_ns": 8.72,
  "wl_met1_mm": 12.5,
  "ys_sh_mux_pct": 2.78,
  "rows": 67,
  "syn_area_sq_um": 10500,
  "p_int_mw": 1.76,
  "hold_class": "reg2reg",
  "port_buffers": 87,
  "cts-root-buf": "clkbuf_16",
  "via_per_inst": 4.81,
  "maxSlewHeadroom_pct": 30.7,
  "fin_tns_setup_ns": 0,
  "critPathMaxStageDelay_ns": 0.76,
  "drive_gt1_share_pct": 5.11,
  "synth-edff-count": 10,
  "grt.total_usage_pct": 15.3,
  "fp-utilization_pct": 30.9,
  "holdPathStages": 2,
  "top_layer": "met5",
  "hold_slack_ns": 0.452,
  "xor_share_pct": 4.45,
  "insertion_delay_ns": 0.51,
  "finalClockPeriodUsage_pct": 48.6,
  "crit_path_end_kind": "primary output",
  "syn2layout_area_growth_pct": 18.3,
  "fp.dieH_microns": 189,
  "dpl.hpwl_mm": 17.6,
  "syn_inst": 1371,
  "arrival_ns": 3.12,
  "cpMaxStageDelayCell": "and2_1",
  "ys_sh_adder_pct": 4.74,
  "power.share.clock_pct": 27.4,
  "async_flop_share_pct": 0,
  "routed_wl_mm": 26.8,
  "slew_violations": 0,
  "synth-seq-cells": 216,
  "htree_levels": 1,
  "cp_max_fo": 22,
  "post_dp_cell_area_sq_um": 11700,
  "power_leakage_nw": 4.57,
  "worst_pin_slew_ns": 1.04,
  "warnings": 29,
  "dr.first_iter.drc_count": 599,
  "post_synth_main_area_contributors": "dfxtp_1 39%, nand2_1 16%, a21oi_1 9.3%, ha_1 4.5%, edfxtp_1 2.9%",
  "clock-skew-final_ns": 0.0138,
  "post-route-min-period_ns": 5.30,
  "cts_tree": "built",
  "drc": 0,
  "grt_start_max_net_pins": 69,
  "ff2ff_path_depth": 12,
  "core_sq_um": 33900,
  "crit_chain": "nor2b_1, and2_1, buf_4, nand2_1, nand2_1, clkdlybuf4s50_1",
  "seqPwrFrac_pct": 34.9,
  "dp.cells": 1837,
  "routedWlPerCell_microns": 14.3
}
-- worst register-to-register path, delay by kind of cell, from the launching register on --
family	cells	cell delay, ns
flip-flops	1	0.44
XOR/XNOR	1	0.11
adder cells (fa/ha/maj)	2	0.46
AND/OR/NAND/NOR	4	1.76
AND-OR/OR-AND	4	0.73
buffers and inverters	1	0.28
-- cells in the mapped netlist (all sizes together), types with 3 or more instances --
master  count
a211oi      9
a21o       14
a21oi     195
a221oi      5
a22oi       3
a31oi      10
and2        4
and3       12
buf        15
clkbuf     70
dfxtp     205
edfxtp     10
ha         38
inv        44
mux2i      29
nand2     443
nand2b      6
nand3      22
nand4       5
nor2       75
nor2b       8
nor3        7
nor4        4
o211ai      5
o21a        5
o21ai      22
o21bai      5
o22ai       6
o31ai       4
or2         5
xnor2      23
xor2       28
-- cells in the final DEF (no fill, tap or decap), types with 9 or more instances in the layout --
cell | synthesis | layout
ha_1 | 38 | 38
nor2_1 | 75 | 74
xor2_1 | 28 | 28
dfxtp_1 | 205 | 205
o21ai_0 | 18 | 18
xnor2_1 | 22 | 22
mux2i_1 | 29 | 29
edfxtp_1 | 10 | 10
a31oi_1 | 10 | 10
nand3_1 | 21 | 20
a21o_1 | 14 | 14
inv_1 | 44 | 44
and3_1 | 12 | 10
a211oi_1 | 9 | 9
clkdlybuf4s50_1 | 0 | 86
clkbuf_16 | 0 | 23
nand2_1 | 443 | 443
a21oi_1 | 195 | 195
buf_4 | 2 | 17
-- stage by stage --
stage / setup slack [ns] / utilization (%)
2_1_floorplan: 6.97 / -
3_3_place_gp: 6.12 / 34.5
3_5_place_dp: 6.12 / 34.5
4_1_cts: 5.56 / 36.5
5_1_grt: 5.38 / 36.5
6_report: 5.60 / 36.5
-- logic make-up (layout without fill, tap and decap cells) --
logic type / count (synthesis) / count (layout)
latches: 1 / 1
other: 0 / 1
adder cells (fa/ha/maj): 39 / 39
AND/OR/NAND/NOR: 601 / 601
flip-flops: 215 / 215
XOR/XNOR: 51 / 51
buffers and inverters: 129 / 186
multiplexers: 29 / 29
AND-OR/OR-AND: 306 / 306
-- registers in the layout (all words and copies together), names as in the netlist --
register	cells
u_datapath.Addr	10
u_datapath.u_divide.rest_r	32
u_fsm.state	3
u_fsm.busyvd	1
u_datapath.regX	32
u_datapath.u_divide.rdiv	64
u_datapath.regY	32
u_fsm.clock_count	10
u_datapath.u_divide.quotient_r	32
-- power by group through the flow --
stage / clock [mW] / combinational (mW) / sequential (mW)
after global routing: 0.782 / 1.12 / 0.939
after CTS: 0.746 / 1.01 / 0.929
final: 0.728 / 1.00 / 0.930
-- routing by layer --
metal	GRT usage, %	vias to the layer above
met3	2.19	29
met4	2.61	2
li1	-	4663
met2	25.7	134
met5	0	-
met1	21.6	4193
-- final cells by class --
| type | instances | area, sq um | area share [%] |
|---|---|---|---|
| Clock inverter | 5 | 28.8 | 0.233 |
| Timing Repair Buffer | 103 | 988 | 7.99 |
| Inverter | 44 | 165 | 1.34 |
| Multi-Input combinational cell | 1026 | 5540 | 44.8 |
| Sequential cell | 216 | 4420 | 35.7 |
| Tap cell | 448 | 561 | 4.53 |
| Antenna cell | 1 | 2.50 | 0.0202 |
| Clock buffer | 34 | 667 | 5.39 |
-- path summary, 6_finish.rpt --
| check | startpoint | endpoint | slack (ns) |
|---|---|---|---|
| max | u_fsm.state[0]$_SDFFE_PP0P_ | Wdata[1] | 5.60 |
| max reg2reg | u_fsm.clock_count[0]$_SDFF_PP0_ | u_datapath.Addr[8]$_DFFE_PP_ | 6.94 |
| min | u_datapath.u_divide.rdiv[28]$_SDFF_PP0_ | u_datapath.u_divide.quotient_r[28]$_SDFFE_PP0P_ | 0.45 |
| min reg2reg | u_datapath.u_divide.rdiv[28]$_SDFF_PP0_ | u_datapath.u_divide.quotient_r[28]$_SDFFE_PP0P_ | 0.45 |
No activity file was given, so power comes from the tool's default toggle rates.
